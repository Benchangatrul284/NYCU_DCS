**./run.sh**
```bash
#!/bin/bash
# OpenROAD 26Q1-2900-gdf79404cd8, Yosys 0.63+post, stock flow scripts
make -C /OpenROAD-flow-scripts/flow DESIGN_CONFIG=/design/flow/config.mk WORK_HOME=/design/flow/orfs finish
```
**./constraint.sdc**
```tcl
current_design MIPS

set clk_period 6.6
set clk_io_pct 0.2

create_clock -name clk0 -period $clk_period [get_ports {clk}]

set non_clock_inputs [all_inputs -no_clocks]
set_input_delay [expr $clk_period * $clk_io_pct] -clock clk0 $non_clock_inputs
set_output_delay [expr $clk_period * $clk_io_pct] -clock clk0 [all_outputs]
```
**./design.v**
```verilog
module MIPS(
    clk,
    rst_n,
    in_valid,
    instruction,
    out_valid,
    instruction_fail,
    out_0,
    out_1,
    out_2,
    out_3,
    out_4,
    out_5
);
input clk;
input rst_n;
input in_valid;
input [31:0] instruction;
output logic out_valid, instruction_fail;
output logic [15:0] out_0, out_1, out_2, out_3, out_4, out_5;
logic [31:0] instruction_buf;
logic in_valid_buf;
logic out_valid_next, instruction_fail_next;
logic [15:0] out_0_next, out_1_next, out_2_next, out_3_next, out_4_next, out_5_next;
logic [15:0] rs_val, rt_val, rd_val, signal_or;
logic [4:0]  shamt;
logic [15:0] imm;
function [15:0] addr_val;
    input [4:0] addr;
    case (addr) 
        5'b10001: addr_val = out_0;
        5'b10010: addr_val = out_1;
        5'b01000: addr_val = out_2; 
        5'b10111: addr_val = out_3; 
        5'b11111: addr_val = out_4; 
        5'b10000: addr_val = out_5; 
        default:  addr_val = 0;
    endcase
endfunction
always @(posedge clk, negedge rst_n) begin
    if (~rst_n) begin
        instruction_buf <= 0;
        in_valid_buf <= 0;
        out_0 <= 0;
        out_1 <= 0;
        out_2 <= 0;
        out_3 <= 0;
        out_4 <= 0;
        out_5 <= 0;
        out_valid <= 0;
        instruction_fail <= 0;
    end
    else begin
        if (in_valid) begin
            instruction_buf <= instruction;
        end
        in_valid_buf <= in_valid;
        out_0 <= out_0_next;
        out_1 <= out_1_next;
        out_2 <= out_2_next;
        out_3 <= out_3_next;
        out_4 <= out_4_next;
        out_5 <= out_5_next;
        out_valid <= out_valid_next;
        instruction_fail <= instruction_fail_next;
    end
end
always_comb begin
    instruction_fail_next = 0;
    out_0_next = 0;
    out_1_next = 0;
    out_2_next = 0;
    out_3_next = 0;
    out_4_next = 0;
    out_5_next = 0;
    out_valid_next = 0;
    rs_val = 0;
    rt_val = 0;
    rd_val = 0;
    shamt = 0;
    imm = 0;
    if (in_valid_buf != 0) begin
        out_0_next = out_0;
        out_1_next = out_1;
        out_2_next = out_2;
        out_3_next = out_3;
        out_4_next = out_4;
        out_5_next = out_5;
        out_valid_next = 1;
        shamt = instruction_buf[10:6];
        case (instruction_buf[31:26])
            6'b000000: begin
                rs_val = addr_val(instruction_buf[25:21]);
                rt_val = addr_val(instruction_buf[20:16]);
                signal_or = rs_val | rt_val;
                case (instruction_buf[5:0])
                    6'b100000: rd_val = rs_val + rt_val;
                    6'b100100: rd_val = rs_val & rt_val;
                    6'b100101: rd_val = signal_or;
                    6'b100111: rd_val = ~signal_or;
                    6'b000000: rd_val = rt_val << shamt;
                    6'b000010: rd_val = rt_val >> shamt;
                default: instruction_fail_next = 0;
                endcase
                case (instruction_buf[15:11])
                    5'b10001: out_0_next = rd_val;
                    5'b10010: out_1_next = rd_val;
                    5'b01000: out_2_next = rd_val; 
                    5'b10111: out_3_next = rd_val; 
                    5'b11111: out_4_next = rd_val; 
                    5'b10000: out_5_next = rd_val;
                    default: instruction_fail_next = 0; 
                endcase
            end
            6'b001000: begin
                rs_val = addr_val(instruction_buf[25:21]);
                imm = instruction_buf[15:0];
                rt_val = imm + rs_val;
                case (instruction_buf[20:16])
                    5'b10001: out_0_next = rt_val;
                    5'b10010: out_1_next = rt_val;
                    5'b01000: out_2_next = rt_val; 
                    5'b10111: out_3_next = rt_val; 
                    5'b11111: out_4_next = rt_val; 
                    5'b10000: out_5_next = rt_val;
                default: instruction_fail_next = 0; 
                endcase
            end
            default: instruction_fail_next = 1;
        endcase
    end
end
endmodule
```
**./config.mk**
```make
export PLATFORM = sky130hd
export DESIGN_NAME = MIPS
export DESIGN_NICKNAME = MIPS
export VERILOG_FILES = /design/flow/design.v
export SDC_FILE = /design/flow/constraint.sdc
export NUM_CORES = 4
export LEC_CHECK = 1
export CORE_UTILIZATION = 30
export SYNTH_HDL_FRONTEND = slang
```
==> metrics.cfg <==
[clock_network]
root_buffer = clkbuf_16
clock_latency_ps = 450
clock_path_buffers = 2
cts_tree = done
cts_setup_buffers = 0
cts.reportedPaths.clkPinSlew_ps = 60
htreeDepth = 4
cts_inserted_buffers = 17
post_cts_resized = 0
cts.sinks = 131
hold_buffers = 0

[drt]
antenna_cells_inserted = 0
drcViolationCount = 12
wirelength_um = 46910
drtIter0Drc = 978
vias_per_cell = 6.040
dr.pass1.iters = 47
dr_total_vias = 10790
routedWlPerCell_um = 26.25
drtAntennaViolNets = 0

[setup_path]
required_ps = 6930
cp_max_fo = 19
start_kind = register
endpoint_kind = register
reg2reg_depth = 14
worst-setup-path-type = register to register
reg2reg_to = out_0[12]
crit-reg2reg-launch = instruction_buf[19]
crit_arrival_ps = 5800
r2r_setup_slack_ps = 1140

[sta]
setup-violations-final = 0
finalSetupTns_ps = 0
clock.fmax_mhz = 183.1
final_min_period_over_clock_period_pct = 82.76
rsz0062_at_grt = no
maxSlewViolCount = 0
skew_ps = 12.28
finalHoldViolations = 0
tightest_slew_ps = 956.7
relSlewSlack_pct = 35.94
fin_crit_ps = 5462

[power_and_ir_drop]
ir_worst_vdd_v = 0.0002271
switching_share_pct = 30.69
p_clk_share_pct = 43.3
p_int_w = 0.001679
powerDensity_nw_per_um2 = 180.8
leakagePower_nw = 5.431
combPwrFrac_pct = 19.4
power.switching_w = 0.0007432
power_frac_seq_pct = 37.3

[global_route]
grt_pass1_vias = 10490
grt_max_degree = 63
grt_pass1_wl_um = 69440
overflow = 0
track_usage_pct = 26.13
antenna_found_initial = 0

[synth]
top_cell_area_share_pct = 30.10
synth_flops = 131
ys_seq_share_pct = 30.10
avgSynthCellArea_um2 = 9.060
flop_cell = dfrtp_1
synthCells = 1202
adder_share_pct = 5.767
synthTopLogicFamily = AND-OR/OR-AND gates
async_flop_share_pct = 100.0
synthMuxAreaShare_pct = 15.37
aoi_share_pct = 25.10
ys_cells = 1202
netlist_area_um2 = 10890
ys_sh_simple_pct = 15.66
top_area_cell = dfrtp_1
ys_warn_count = 0
xor_share_pct = 3.136
synth-edff-count = 0
synth_chip_area_um2 = 10890
synthTopCellsByArea = dfrtp_1 30%, mux2_2 9.5%, ha_1 5.4%
synth_cell_types = 90

[status]
status = finished with violations
violations = DRC

[floorplan]
die_area_um2 = 37070
ioPinCount = 133
fp-utilization_pct = 30.54
die_h_um = 192.5
dieWidth_um = 192.5
coreArea_um2 = 35660
rows = 69

[cells_and_area]
area_growth_pct = 23.01
mostFrequentLayoutCells = 131 x dfrtp_1, 130 x clkdlybuf4s50_1, 101 x nand2_1
utilization_pct = 37.57
lay_top_count = dfrtp_1
layout-drive-gt1-share_pct = 15.69

[placement]
gp_congestion = 1.025
hpwl_um = 35470
port_buffers = 132

[run]
max_cap_viol_count = 0
warning_count = 42

[worst_hold_path]
min_path_cells = 1
hp-class = register to register
holdPathEnd = instruction_buf[26]
min-delay-start = instruction_buf[26]

[routing by layer]
layer / vias up / global-route usage, % / wire [µm] / share of wire, %
met5: - / 0.9615 / 42 / 0.090
met4: 2 / 7.087 / 1470 / 3.1
met3: 87 / 5.752 / 3624 / 7.7
met2: 493 / 40.47 / 21570 / 46
met1: 5379 / 37.16 / 20200 / 43
li1: 4833 / - / - / -
[cell usage after synthesis (35+ instances only)]
master,number
nor3_1,49
inv_1,48
o21ai_0,52
dfrtp_1,131
nand2_1,101
nor2_1,73
a21oi_1,66
ha_1,47
clkbuf_1,56
o22ai_1,35
mux2i_1,48
mux2_2,92
[worst max-delay path, stage by stage, from the launching register on]
cell and delay [ps]:
dfrtp_1 630, or4b_1 720, nor3b_1 130, a2111oi_2 780, nand2_1 350, fa_1 540, a211oi_1 320, o21ai_0 210
a41oi_1 390, nor2b_1 110, mux2i_1 160, a21oi_1 80, a311oi_1 460, nor2_1 170, mux2_2 300
[through the flow]
step / total power (W) / area [µm²] / worst slack [ps] / hold WS, ps / cells
after floorplan: 0.001175 / 10890 / 2283 / 454.8 / 1202
after global placement: 0.001378 / 12750 / 1396 / 492.5 / 1755
after detailed placement: 0.001375 / 12750 / 1299 / 497.8 / 1755
after CTS: 0.002429 / 13400 / 1279 / 511.3 / 1787
after global routing: 0.002506 / 13400 / 838.8 / 520.8 / 1787
final: 0.002422 / 13400 / 1138 / 506.9 / 1787
[power groups by stage]
stage / Clock (W) / Combinational, W / Sequential, W
final: 0.00105 / 0.000469 / 0.000903
after global routing: 0.00110 / 0.000503 / 0.000907
after CTS: 0.00106 / 0.000463 / 0.000901
[how the worst max path moves through the flow]
stage	endpoint	startpoint	depth (start not counted)	slack, ps
CTS	out_0[12]	instruction_buf[19]	14	1280
global route	out_0[12]	instruction_buf[19]	14	840
finish	out_0[12]	instruction_buf[19]	14	1140
[cells by family (layout without fill, tap and decap cells)]
logic type / after synthesis / after routing
AND-OR/OR-AND: 369 / 369
XOR/XNOR: 39 / 39
adder cells (fa/ha/maj): 49 / 49
multiplexers: 148 / 148
buffers and inverters: 126 / 250
AND/OR/NAND/NOR: 340 / 340
flip-flops: 131 / 131
[layout make-up]
cell class,instances,area (µm²)
Multi-Input combinational cell,945,7118
Inverter,50,187.7
Fill cell,3535,22260
Timing Repair Buffer,168,1588
Clock inverter,13,195.2
Clock buffer,19,452.9
Tap cell,461,576.8
Sequential cell,131,3278
[flip-flops by register name, indices dropped and copies added, names as in the netlist]
register	count
instruction_buf	32
out_0	16
out_1	16
out_2	16
out_3	16
out_4	16
out_5	16
in_valid_buf	1
instruction_fail	1
out_valid	1
No activity file was given, so power comes from the tool's default toggle rates.
