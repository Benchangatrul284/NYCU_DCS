**design/flow/run.sh**
```bash
#!/bin/bash
# OpenROAD 26Q1-2900-gdf79404cd8, Yosys 0.63+post, stock flow scripts
make -C /OpenROAD-flow-scripts/flow DESIGN_CONFIG=/design/flow/config.mk WORK_HOME=/design/flow/orfs finish
```
**design/flow/config.mk**
```make
export PLATFORM = sky130hd
export DESIGN_NAME = PIPE
export DESIGN_NICKNAME = PIPE
export VERILOG_FILES = /design/flow/design.v
export SDC_FILE = /design/flow/constraint.sdc
export NUM_CORES = 4
export LEC_CHECK = 1
export CORE_UTILIZATION = 50
```
**design/flow/constraint.sdc**
```tcl
current_design PIPE

set clk_period 12.8
set clk_io_pct 0.2

create_clock -name clk0 -period $clk_period [get_ports {clk}]

set non_clock_inputs [all_inputs -no_clocks]
set_input_delay [expr $clk_period * $clk_io_pct] -clock clk0 $non_clock_inputs
set_output_delay [expr $clk_period * $clk_io_pct] -clock clk0 [all_outputs]
```
**design/flow/design.v**
```verilog
module PIPE(
  clk,
  rst_n,
  in_valid,
  in_1,
  in_2,
  in_3,
  in_4,
  mode,
  out_valid,
  out_value
);
input  logic clk,rst_n,in_valid;
input  logic [5:0] in_1,in_2,in_3,in_4;
input  logic [1:0] mode;
output logic out_valid;
output logic [26:0] out_value;
logic [5:0] in_1_buf,in_2_buf,in_3_buf,in_4_buf;
logic in_valid_buf;
logic [26:0] pipe1_a, pipe1_b, pipe2_a, pipe2_b;
logic out_valid_buf, out_valid1;
logic [1:0] mode_buf, mode1;
always_ff @(posedge clk or negedge rst_n) begin
  if (~rst_n) begin
    out_valid <= 0;
    out_value <= 0;
  end
  else begin
    out_valid <= out_valid1;
    out_value <= pipe2_a;
  end
end
always_ff @ (posedge clk) begin
  out_valid_buf <= (in_valid_buf)? 1:0;
  out_valid1 <= out_valid_buf;
end
always_ff @ (posedge clk) begin
  in_valid_buf <= in_valid;
  in_1_buf <= in_1;
  in_2_buf <= in_2;
  in_3_buf <= in_3;
  in_4_buf <= in_4;
  mode_buf <= mode;
end
always_ff @ (posedge clk) begin
  mode1 <= mode_buf;
  case (mode_buf)
  2'b00: begin
    pipe1_a <= in_1_buf;
    pipe1_b <= in_2_buf;
  end
  2'b01: begin
    pipe1_a <= in_3_buf;
    pipe1_b <= in_4_buf;
  end
  2'b10: begin
    pipe1_a <= in_1_buf * in_2_buf;
    pipe1_b <= in_3_buf * in_4_buf;
  end
  endcase
  case (mode1)
  2'b00: begin
    pipe2_a <= pipe1_a * pipe1_b;
    pipe2_b <= pipe2_b;
  end
  2'b01: begin
    pipe2_a <= pipe1_a + pipe1_b;
    pipe2_b <= pipe2_b;
  end
  2'b10: begin
    pipe2_a <= pipe1_a * pipe1_b;
    pipe2_b <= pipe2_b;
  end
  endcase
end
endmodule
```
==> flow_summary.yaml <==
# implementation run metrics
cells_and_area:
  final_area_um2: 12490
  instances_no_fill: 1459
  drive_above_1_share: 0.03053
  area_delta_synth_final_pct: 9.993
  fillers: 1935
drt:
  drtIter0Drc: 167
  drt_wl_total_mm: 21.33
  routedWlPerCell_um: 14.62
  n_antenna_cell: 0
  dr_total_vias: 7345
  firstDrtPassIters: 17
  drc: 0
  ant_nets: 0
  routed_via_density: 5.034
pwr:
  worst_ir_drop_vdd_uv: 123.1
  p_total_uw: 2301
  p_int_uw: 1275
  p_leak_uw: 0.006257
  clockPowerShare: 0.127
  p_seq_frac: 0.235
  swShare: 0.4459
  power_density_nw_per_um2: 184.3
  combPwrFrac: 0.637
  p_switching_uw: 1026
setup_path:
  crit_fanout: 13
  crit_required_ps: 12920
  crit_buf_inv: 4
  cp_top_family: "adder cells"
  cp-end-kind: "register"
  slowest_delay_ps: 630
  worst-setup-path-type: "register to register"
  crit_arrival_ps: 6170
  crit_slowest_cell: "edfxtp_1"
  start_kind: "register"
  crit_chain: "ha_1, xnor2_1, ha_1, a31o_2, fa_1, fa_1, ha_1, inv_1, fa_1, inv_1, ha_1, inv_1, fa_1, inv_1, ha_1, a21o_1, nand2_1, nand3_1, a31oi_1, nor2b_1, a311oi_1, mux2_2"
  path_common_cell: "ha_1"
synthesis:
  ys_cells: 1137
  xor_area_frac: 0.02699
  ys_top_logic_family: "adder cells"
  async_flop_share: 0.2545
  ys_ff: 110
  synthesis.area_um2: 11360
  synth-simple-area-share: 0.1457
  postSynthSeqShare: 0.2512
  synth-adder-area-share: 0.4209
  synth_cell_types: 60
  synth.avg_cell_area_um2: 9.988
  flop_cell: "edfxtp_1"
  edf_count: 51
  compound_area_frac: 0.06908
  syn_inst: 1137
  yosysWarnings: 1
  yosys_area_um2: 11360
  mux_share: 0.006831
clocking:
  worstSkewPairLatency_ps: 360
  hold_buffers: 0
  cts.clk_slew.worst_paths_ps: 90
  ctsResizeCount: 0
  cts_setup_buffers: 0
  cts_root_buffer: "clkbuf_16"
  htree_levels: 3
  clockBufferDepth: 2
  cts_tree: "yes"
  cts_buffers: 9
  cts_sinks: 110
floorplan:
  initCoreUtil: 0.5156
  ios: 57
  dieWidth_um: 152.7
  row_count: 54
  die_area_um2: 23320
  coreArea_um2: 22030
  die_y_um: 152.7
placed_design:
  placed_cells: 1443
  portBuffers: 56
  place.gp.congestion: 0.9073
  dpl.hpwl_mm: 17.62
  placed_cell_area_um2: 12170
timing:
  grt_setup_unrepaired: "no"
  min_period_over_period: 0.4729
  hold_viol_final: 0
  slew_headroom: 0.5719
  setup_tns_ps: 0
  tightest_slew_ps: 642.1
  drv_slew: 0
  skew_ps: 14.75
  finalSetupViolations: 0
  period_minus_slack_ps: 6053
  fmax_mhz: 165.2
global_route:
  grt_overflow: 0
  grt_pass1_vias: 7589
  grt_max_degree: 34
  grt_use_total: 0.2107
  antenna_found_initial: 0
  grt_pass1_wl_mm: 37.12
outcome:
  outcome: "completed"
run:
  cap_violations: 0
  warnings: 32
min_path:
  hold_class: "register to register"
## worst register-to-register path: stages (launching register included)
cell      delay (ps)
edfxtp_1         630
ha_1             350
xnor2_1          140
ha_1             200
a31o_2           230
fa_1             480
fa_1             550
ha_1             140
inv_1             50
fa_1             470
inv_1             40
ha_1             260
inv_1             50
fa_1             470
inv_1             40
ha_1             380
a21o_1           250
nand2_1           70
nand3_1           80
a31oi_1          200
nor2b_1           60
a311oi_1         300
mux2_2           370
## final cells by class
class / count / area (um^2) / share of cell area
multi-input cells: 787 / 7602 / 0.6086
flip-flops and latches: 110 / 2853 / 0.2284
inverters: 206 / 773.2 / 0.06191
repair buffers: 60 / 590.6 / 0.04728
well taps: 280 / 350.3 / 0.02805
clock buffers: 9 / 225.2 / 0.01803
clock inverters: 7 / 96.34 / 0.007713
## path summary, 6_finish.rpt
kind	cells after the start	slack [ps]	end	start
min reg2reg	0	330	out_valid_buf	in_valid_buf
max reg2reg	22	6750	pipe2_a[23]	pipe1_a[7]
min in group asynchronous	2	2560	out_value[26]	rst_n
max	22	6750	pipe2_a[23]	pipe1_a[7]
min	0	330	out_valid_buf	in_valid_buf
max in group asynchronous	2	9980	out_value[2]	rst_n
## power groups by stage
stage     logic, uW  registers (uW)  clock network (uW)
4_1_cts        1480             543                 305
5_1_grt        1690             552                 321
6_report       1470             542                 293
## layout by cell type, fill, tap and decap left out, drive strengths merged, types with 7 or more instances in the layout
cell,synthesis,final
and2,129,129
dfrtp,28,28
a21o,8,8
ha,166,166
nor2b,9,9
clkbuf,33,9
xnor2,15,15
dfxtp,31,31
o21ai,33,33
nand2,113,113
o21a,7,7
nand2b,9,9
nor2,38,38
nand3,7,7
xor2,20,20
a21oi,29,29
a22oi,8,8
inv,205,211
edfxtp,51,51
clkdlybuf4s50,0,56
a31oi,8,8
fa,135,135
## cell usage after synthesis (2+ instances only)
| master | instances | area share |
|---|---|---|
| ha_1 | 166 | 0.18 |
| o22ai_1 | 3 | 0.0017 |
| or4_1 | 2 | 0.0013 |
| a21oi_1 | 29 | 0.013 |
| dfxtp_1 | 31 | 0.055 |
| nor2b_1 | 8 | 0.0044 |
| and3_1 | 2 | 0.0011 |
| fa_1 | 135 | 0.24 |
| or3_1 | 2 | 0.0011 |
| a221oi_1 | 2 | 0.0015 |
| o21ai_0 | 30 | 0.013 |
| xor2_1 | 20 | 0.015 |
| a211oi_1 | 3 | 0.0020 |
| a21o_1 | 8 | 0.0053 |
| and3b_1 | 2 | 0.0015 |
| inv_1 | 205 | 0.068 |
| mux2_2 | 5 | 0.0050 |
| dfrtp_1 | 28 | 0.062 |
| clkbuf_1 | 33 | 0.011 |
| or2_2 | 4 | 0.0022 |
| o21ai_1 | 2 | 0.00088 |
| nand2_1 | 113 | 0.037 |
| xnor2_1 | 15 | 0.012 |
| nand2b_1 | 8 | 0.0044 |
| nor3_1 | 3 | 0.0013 |
| a31o_2 | 2 | 0.0015 |
| nor2_1 | 38 | 0.013 |
| o31ai_1 | 2 | 0.0013 |
| a22oi_1 | 8 | 0.0053 |
| and2_1 | 129 | 0.071 |
| nand3_1 | 7 | 0.0031 |
| a31oi_1 | 8 | 0.0044 |
| o21a_1 | 7 | 0.0046 |
| edfxtp_1 | 51 | 0.13 |
## sequential cells by signal, summed over array words and instances (netlist names), 2 cells and up
register / flops
in_2_buf: 6
mode1: 2
pipe1_b: 12
in_4_buf: 6
in_1_buf: 6
mode_buf: 2
pipe2_a: 27
pipe1_a: 12
out_value: 27
in_3_buf: 6
## per-layer routing
| metal | share of wire | wire [um] | up-vias | track usage |
|---|---|---|---|---|
| met1 | 0.46 | 9880 | 3465 | 0.3205 |
| met3 | 0.057 | 1210 | 26 | 0.05477 |
| met2 | 0.47 | 9930 | 164 | 0.3327 |
| met4 | 0.015 | 312 | 0 | 0.02790 |
| met5 | 0 | 0 | - | 0 |
| li1 | - | - | 3690 | - |
## logic make-up (layout without fill, tap and decap cells)
| family | Yosys count | after routing |
|---|---|---|
| AND/OR/NAND/NOR | 323 | 323 |
| adder cells (fa/ha/maj) | 301 | 301 |
| buffers and inverters | 240 | 282 |
| AND-OR/OR-AND | 121 | 121 |
| flip-flops | 110 | 110 |
| XOR/XNOR | 35 | 35 |
| multiplexers | 7 | 7 |
## through the flow
stage | hold WS (ps) | setup slack [ps] | util
floorplan | 309.6 | 7249 | -
global placement | 312.5 | 6825 | 0.5525
detailed placement | 312.1 | 6798 | 0.5525
CTS | 333.9 | 6754 | 0.5671
global route | 344.3 | 6446 | 0.5671
finish | 332.7 | 6747 | 0.5671
No activity file was given, so power comes from the tool's default toggle rates.
