### /design/flow/config.mk
export PLATFORM = sky130hd
export DESIGN_NAME = IDC
export DESIGN_NICKNAME = IDC
export VERILOG_FILES = /design/flow/design.v
export SDC_FILE = /design/flow/constraint.sdc
export NUM_CORES = 4
export LEC_CHECK = 1
export CORE_AREA = 10 10 77 77
export DIE_AREA = 0 0 87 87
### /design/flow/constraint.sdc
current_design IDC

set clk_period 2.3
set clk_io_pct 0.2

create_clock -name clk0 -period $clk_period [get_ports {clk}]

set non_clock_inputs [all_inputs -no_clocks]
set_input_delay [expr $clk_period * $clk_io_pct] -clock clk0 $non_clock_inputs
set_output_delay [expr $clk_period * $clk_io_pct] -clock clk0 [all_outputs]
### /design/flow/run.sh
#!/bin/bash
# OpenROAD 26Q1-2900-gdf79404cd8, Yosys 0.63+post, stock flow scripts
make -C /OpenROAD-flow-scripts/flow DESIGN_CONFIG=/design/flow/config.mk WORK_HOME=/design/flow/orfs finish
### /design/flow/design.v
module IDC(
	clk,
	rst_n,
	in_valid,
    in_id,
    out_valid,
    out_legal_id
);
input clk, rst_n, in_valid;
input [5:0] in_id;
output logic out_valid;
output logic out_legal_id;
logic [5:0] cnt, cnt_next;
logic [5:0] in_id_buf;
logic [4:0] remainder, remainder_next, remainder_temp;  
logic [4:0] adds [9:0][35:0];
always_ff @(posedge clk or negedge rst_n) begin
    if (~rst_n) begin
        cnt <= 0;
        remainder <= 0;
        in_id_buf <= 0;
    end
    else begin
        cnt <= cnt_next;
        remainder <= remainder_temp;
        in_id_buf <= in_id;
    end
end
always_comb begin
    cnt_next = 0;
    if (cnt < 12 && in_valid == 1)
        cnt_next = cnt + 1;
end
assign adds[0] = {0,0,0,0,0,0,0,0,0,0,0,0,0,0,0,0,0,0,0,0,0,0,0,0,0,0,0,0,0,0,0,0,0,0,0,0};
assign adds[1] = {8,9,0,1,2,3,3,4,5,6,7,8,9,0,1,2,2,3,4,5,6,7,8,9,0,1,0,0,0,0,0,0,0,0,0,0};
assign adds[2] = {0,0,0,0,0,0,0,0,0,0,0,0,0,0,0,0,0,0,0,0,0,0,0,0,0,0,2,4,6,8,0,2,4,6,8,0};
assign adds[3] = {0,0,0,0,0,0,0,0,0,0,0,0,0,0,0,0,0,0,0,0,0,0,0,0,0,0,3,6,9,2,5,8,1,4,7,0};
assign adds[4] = {0,0,0,0,0,0,0,0,0,0,0,0,0,0,0,0,0,0,0,0,0,0,0,0,0,0,4,8,2,6,0,4,8,2,6,0};
assign adds[5] = {0,0,0,0,0,0,0,0,0,0,0,0,0,0,0,0,0,0,0,0,0,0,0,0,0,0,5,0,5,0,5,0,5,0,5,0};
assign adds[6] = {0,0,0,0,0,0,0,0,0,0,0,0,0,0,0,0,0,0,0,0,0,0,0,0,0,0,6,2,8,4,0,6,2,8,4,0};
assign adds[7] = {0,0,0,0,0,0,0,0,0,0,0,0,0,0,0,0,0,0,0,0,0,0,0,0,0,0,7,4,1,8,5,2,9,6,3,0};
assign adds[8] = {0,0,0,0,0,0,0,0,0,0,0,0,0,0,0,0,0,0,0,0,0,0,0,0,0,0,8,6,4,2,0,8,6,4,2,0};
assign adds[9] = {0,0,0,0,0,0,0,0,0,0,0,0,0,0,0,0,0,0,0,0,0,0,0,0,0,0,9,8,7,6,5,4,3,2,1,0};
always_comb begin
    remainder_next = 0;
    out_valid= 0;
    out_legal_id = 0;
    remainder_temp = 0;
    if (cnt == 1) begin
        remainder_temp = adds[cnt][in_id_buf];
    end
    else if (cnt <= 9) begin
        remainder_next = (cnt == 1) ? adds[cnt][in_id_buf] : remainder + adds[cnt][in_id_buf];
        remainder_temp = remainder_next >= 10 ? remainder_next - 10 : remainder_next;
    end
    else begin
        out_valid = 1;
        remainder_temp = (remainder == 0)? 0 : 10 - remainder;
        out_legal_id= (remainder_temp == in_id_buf)? 1 : 0;
    end
end
endmodule
==> flow_summary.ini <==
; generated from flow reports
[timing]
rsz0062_at_grt = true
tightest_slew_ns = 0.737
clock.fmax_ghz = 0.426
tns_ns = -0.0451
maxSlewHeadroom_pct = 50.7
finalCriticalPeriod_ns = 2.35
final.setup_skew_ns = 0.00376
setup_violations = 1
setup_slack_ns = -0.0451
fin_crit_sh_pct = 102
hold_viol_final = 0
drv_slew = 0

[pwr]
p_int_uw = 900
power.total_uw = 1390
power_frac_seq_pct = 29.4
p_sw_uw = 489
p_sw_share_pct = 35.2
clock_power_share_pct = 15.2
powerDensity_nw_per_um2 = 1060
ir_drop_uv = 447
p_leak_uw = 0.000557
combPwrFrac_pct = 55.3

[floorplanning]
die_w_um = 87
fp_util_pct = 21.6
ioPinCount = 11
die_h_um = 87
coreArea_um2 = 4350
die_area_um2 = 7570
rows = 24

[cts]
cts_tree = done
cts_hold_buf = 0
clockBufferDepth = 2
cts_root_buffer = clkbuf_8
clkLatencyLatePin_ns = 0.25
clock_sinks = 17
clk_pin_slew_ns = 0.06
cts_buffers = 3
cts_htree_levels = 1

[critical_path]
crit_family = simple AND/OR/NAND/NOR gates
startpoint_type = flop
slowest_delay_ns = 0.42
worst-path-max-fanout = 4
critPathKind = reg -> out
cp-end-kind = output port
path_buffers = 1
worstPathArrival_ns = 1.89
crit_chain = ha_2, nor2b_4, o21a_1, or3_4, xnor2_2, nor3_2, buf_2
required_ns = 1.84
critical_path.slowest_cell = dfrtp_1

[layout]
drive_gt1_share_pct = 30.5
final_cell_mix = dfrtp_1, buf_4, clkdlybuf4s50_1, nor2_1
syn2layout_area_growth_pct = 39.5
nFillCells = 418
post-route-util_pct = 30.1
lay_top_count = dfrtp_1

[grt]
antenna_found_initial = 0
grt_overflow = 0
grt_pass1_wl_um = 3220
grt_max_degree = 18
grt_usage_pct = 5.03
grt_pass1_vias = 759

[synthesis]
async_reset_ff_share_pct = 100
synth_seq_share_pct = 45.3
ys.flops = 17
postSynthAreaPerCell_um2 = 10.4
syn_area_um2 = 940
syn_inst = 90
ys_cells = 90
synth-edff-count = 0
synth-main-ff-cell = dfrtp_1
ys_types = 32
ys_warn_count = 1752
yosys_area_um2 = 940

[hold_path]
hold_class = reg -> reg

[routing]
wl_per_cell_um = 10.7
drc = 0
firstDrtPassIters = 4
vias = 709
diodes = 0
viasPerCell = 4.17
wirelength_um = 1820
drt_iter0_markers = 30
postRouteAntennaNets = 0

[run_status]
status = complete, but fails checks
violations = negative setup slack

[placed_design]
port_buffers = 10
hpwl_um = 1410
gp_congestion = 0.850
place_worst_setup_slack_ns = -0.274

[run]
maxCapViolations = 0
warnings = 32
[cells by family (layout without fill, tap and decap cells)]
| family | count (synthesis) | count (layout) | synth area share [%] |
|---|---|---|---|
| XOR/XNOR | 8 | 8 | 7.46 |
| buffers and inverters | 8 | 35 | 4.13 |
| other | 1 | 2 | 0.399 |
| AND-OR/OR-AND | 19 | 19 | 13.4 |
| multiplexers | 1 | 1 | 1.07 |
| adder cells (fa/ha/maj) | 8 | 8 | 10.7 |
| flip-flops | 17 | 17 | 45.3 |
| AND/OR/NAND/NOR | 28 | 28 | 17.6 |
[per-stage QoR]
stage	cells	instance area (um2)	hold WS, ns
after CTS	170	1290	0.500
after global routing	170	1310	0.529
after detailed placement	165	1200	0.490
after global placement	165	1200	0.478
final	170	1310	0.498
after floorplan	91	943	0.164
[final cells by class]
type / instances / area, um2 / share of cell area (%)
Sequential cell: 17 / 425 / 32.4
Timing Repair Buffer: 25 / 208 / 15.8
Clock buffer: 3 / 41.3 / 3.15
Clock inverter: 1 / 5.00 / 0.382
Tap cell: 52 / 65.1 / 4.96
Multi-Input combinational cell: 66 / 544 / 41.5
Inverter: 6 / 22.5 / 1.72
[metal layers]
layer	routed length, um	vias to the layer above	track usage (%)
li1	-	366	-
met1	890	327	6.90
met2	825	12	7.53
met3	74	4	1.32
met4	33	0	1.62
met5	0	-	0
[state kept, by name (all words and copies together) (netlist names)]
register	cells
in_id_buf	6
cnt	6
remainder	5
[repair_timing]
item                                   CTS  global route
setup endpoints to repair                1             1
resized                                 14             3
endpoints found under the hold margin    0             0
pin swaps                                4             3
buffers inserted                         1             0
[power by group through the flow]
stage / Clock, uW / Combinational, uW / Sequential, uW
4_1_cts: 225 / 746 / 403
5_1_grt: 238 / 853 / 415
6_report: 212 / 769 / 409
[worst paths after layout]
check                              from            to  slack (ns)  cells past startpoint
min in group asynchronous         rst_n        cnt[1]        0.65                      1
hold / removal                   cnt[0]        cnt[0]        0.50                      1
setup reg to reg           remainder[1]  remainder[4]        0.53                      8
setup / recovery           remainder[1]  out_legal_id       -0.05                      7
hold reg to reg                  cnt[0]        cnt[0]        0.50                      1
max in group asynchronous         rst_n  in_id_buf[1]        1.18                      1
[synthesized netlist by cell type (2+ instances only)]
cell / count / share of area (%)
dfrtp_1: 17 / 45
ha_1: 8 / 11
nor2_1: 8 / 3.2
xnor2_1: 7 / 6.5
o21ai_0: 6 / 3.2
inv_1: 5 / 2.0
a211oi_1: 3 / 2.4
a21oi_1: 3 / 1.6
nand2_1: 3 / 1.2
nand3_1: 3 / 1.6
a31oi_1: 2 / 1.3
nor2b_1: 2 / 1.3
nor3_1: 2 / 1.1
nor3b_1: 2 / 1.6
or3_1: 2 / 1.3
