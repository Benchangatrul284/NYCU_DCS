==> flow/design.v <==
module ME(
	clk,
	rst_n,
    block_valid,
	area_valid,
    in_data,
    out_valid,
    out_vector
);
input clk, rst_n, block_valid, area_valid;
input [7:0] in_data;
output logic out_valid;
output logic signed [2:0] out_vector;
logic [7:0] block [0:15];
logic [7:0] in [0:15];
logic [7:0] result0;
logic [8:0] result1;
logic [9:0] result2, result3;
logic [9:0] result_f0, result_f1, result_f2, result_f3;
logic [10:0] result4, result5, result6, result7;
logic [10:0] result_f4, result_f5, result_f6, result_f7;
logic [11:0] next, result8, result9, result10, result11, result12, result13, result14;
logic [11:0] result_f8, result_f9, result_f10, result_f11;
logic [11:0] min;
logic signed [2:0] x,y;
logic signed [2:0] x_min,y_min;
logic out0, out1, out2;
always @(posedge clk) begin
    if(block_valid) begin
        block[15] <= in_data;
        block[14] <= block[15];
        block[13] <= block[14];
        block[12] <= block[13];
        block[11] <= block[12];
        block[10] <= block[11];
        block[9] <= block[10];
        block[8] <= block[9];
        block[7] <= block[8];
        block[6] <= block[7];
        block[5] <= block[6];
        block[4] <= block[5];
        block[3] <= block[4];
        block[2] <= block[3];
        block[1] <= block[2];
        block[0] <= block[1];   
    end
end
always @(posedge clk) begin
    if(block_valid) begin
        x <= 2; 
        y <= -2;
    end
    else begin
        x <= x + 1;  
        if(x == 2) begin  
            y <= y - 1;
        end
        else begin
            y <= y;
        end
    end
end
always @(posedge clk) begin
    if (area_valid) begin
        in_next[0] <= (block[0]>in_data)? block[0] - in_data: in_data - block[0];
        in[1] <= (block[1]>in_data)? block[1] - in_data: in_data - block[1] ;
        in[2] <= (block[2]>in_data)? block[2] - in_data: in_data - block[2];
        in[3] <= (block[3]>in_data)? block[3] - in_data: in_data - block[3];
        in[4] <= (block[4]>in_data)? block[4] - in_data: in_data - block[4];
        in[5] <= (block[5]>in_data)? block[5] - in_data: in_data - block[5];
        in[6] <= (block[6]>in_data)? block[6] - in_data: in_data - block[6];
        in[7] <= (block[7]>in_data)? block[7] - in_data: in_data - block[7];
        in[8] <= (block[8]>in_data)? block[8] - in_data: in_data - block[8];
        in[9] <= (block[9]>in_data)? block[9] - in_data: in_data - block[9];
        in[10] <= (block[10]>in_data)? block[10] - in_data: in_data - block[10];
        in[11] <= (block[11]>in_data)? block[11] - in_data: in_data - block[11];
        in[12] <= (block[12]>in_data)? block[12] - in_data: in_data - block[12];
        in[13] <= (block[13]>in_data)? block[13] - in_data: in_data - block[13];
        in[14] <= (block[14]>in_data)? block[14] - in_data: in_data - block[14];
        in[15] <= (block[15]>in_data)? block[15] - in_data: in_data - block[15];
    end
end
always @(posedge clk) begin
    result0 <= in[0];
    result1 <= result0 + in[1];
    result2 <= result1 + in[2];
    result3 <= result2 + in[3];
    result_f0 <= result3;
    result_f1 <= result_f0;
    result_f2 <= result_f1;
    result_f3 <= result_f2;
    result4 <= result_f3 + in[4];
    result5 <= result4 + in[5];
    result6 <= result5 + in[6];
    result7 <= result6 + in[7];
    result_f4 <= result7;
    result_f5 <= result_f4;
    result_f6 <= result_f5;
    result_f7 <= result_f6;
    result8 <= result_f7 + in[8];
    result9 <= result8 + in[9];
    result10 <= result9 + in[10];
    result11 <= result10 + in[11];
    result_f8 <= result11;
    result_f9 <= result_f8;
    result_f10 <= result_f9;
    result_f11 <= result_f10;
    result12 <= result_f11 + in[12];
    result13 <= result12 + in[13];
    result14 <= result13 + in[14];
end
assign next = result14 + in[15];  
always @(posedge clk) begin
    out0 <= (x == -3 && y == 2);
    out1 <= (area_valid && x == 1 && y == -2);
    out2 <= out1;
end
always @(posedge clk or negedge rst_n) begin
    if(!rst_n) begin
        min <= 0;
        out_valid <= 0;
        out_vector <= 0;
        x_min <= x_min;
        y_min <= y_min;
    end
    else if(out0) begin
        min <= next;  
        out_valid <= 0;
        out_vector <= 0;
        x_min <= -2;  
        y_min <= 2;
    end
    else if(out1) begin  
        out_valid <= 1;
        if(next<min) begin
            out_vector <= 2;
            y_min <= -2;
        end
        else begin
            out_vector <= x_min;
            y_min <= y_min;
        end
        min <= min;
        x_min <= x_min;
    end
    else if((x > -3 && x < 3) && (y > -3 && y < 3)) begin
        out_valid <= 0;
        out_vector <= 0;
        if(next<min) begin
            min <= next;
            x_min <= x;
            y_min <= y;
        end
        else begin
            min <= min;
            x_min <= x_min;
            y_min <= y_min;
        end
    end  
    else if(out2) begin
        out_valid <= 1;
        out_vector <= y_min;
        min <= min;
    end
    else begin
        out_valid <= 0;
        out_vector <= 0;
        min <= min;
        x_min <= x_min;
        y_min <= y_min;
    end
end
endmodule
==> flow/run.sh <==
#!/bin/bash
# OpenROAD 26Q1-2900-gdf79404cd8, Yosys 0.63+post, stock flow scripts
make -C /OpenROAD-flow-scripts/flow DESIGN_CONFIG=/design/flow/config.mk WORK_HOME=/design/flow/orfs finish
==> flow/config.mk <==
export PLATFORM = sky130hd
export DESIGN_NAME = ME
export DESIGN_NICKNAME = ME
export VERILOG_FILES = /design/flow/design.v
export SDC_FILE = /design/flow/constraint.sdc
export NUM_CORES = 4
export LEC_CHECK = 1
export CORE_UTILIZATION = 40
==> flow/constraint.sdc <==
current_design ME

set clk_period 12.7
set clk_io_pct 0.2

create_clock -name clk0 -period $clk_period [get_ports {clk}]

set non_clock_inputs [all_inputs -no_clocks]
set_input_delay [expr $clk_period * $clk_io_pct] -clock clk0 $non_clock_inputs
set_output_delay [expr $clk_period * $clk_io_pct] -clock clk0 [all_outputs]
==> impl_metrics.env <==
# source this file to load flow results
export IMPL_fmax_mhz=170
export IMPL_chip_area_um2=74500
export IMPL_slowest_delay_ps=860
export IMPL_log_warning_count=134
export IMPL_simple_gate_share=0.0848
export IMPL_htree_levels=2
export IMPL_die_h_um=273
export IMPL_die_w_um=273
export IMPL_power_per_cell_area_nw_per_um2=209
export IMPL_crit_family="buffers and inverters"
export IMPL_path_max_fanout=17
export IMPL_top_regs="block x120, in x120"
export IMPL_synth_area_um2=29300
export IMPL_syn_to_final_growth_pct=11.5
export IMPL_firstDrtPassIters=5
export IMPL_timing_setup_tns_ps=0
export IMPL_status="completed"
export IMPL_synthFlopType="dfxtp_1"
export IMPL_post_route_drc_count=0
export IMPL_top_area_cell="edfxtp_1"
export IMPL_antenna_cells=0
export IMPL_finalWirelength_um=63100
export IMPL_synth_area_per_cell_um2=11.0
export IMPL_cpMostUsedCell="buf_4"
export IMPL_top_cells_by_area="edfxtp_1 (25%), dfxtp_1 (20%), ha_1 (15%)"
export IMPL_dp_hpwl_um=45400
export IMPL_leakagePower_nw=14.2
export IMPL_arrival_ps=6270
export IMPL_report_power_total_mw=6.85
export IMPL_grt_pass1_vias=19000
export IMPL_finalClockPeriodUsage=0.464
export IMPL_grt_pass1_wl_um=102000
export IMPL_relSlewSlack=0.328
export IMPL_vias=19100
export IMPL_stdcell_count=3727
export IMPL_top_cells_by_count="ha_1 (354), dfxtp_1 (296), inv_1 (280)"
export IMPL_pre_cts_ws_ps=6190
export IMPL_critPathKind="in2reg"
export IMPL_crit_path_start_kind="primary input"
export IMPL_vdd_ir_drop_worst_uv=137
export IMPL_via_per_inst=5.13
export IMPL_synth_area_yosys_um2=29300
export IMPL_grt_max_degree=54
export IMPL_synth_top_area_share=0.252
export IMPL_yosysWarningCount=15
export IMPL_final_core_util=0.454
export IMPL_yosys_stat_cells=2680
export IMPL_slowest_stage="o32ai_2"
export IMPL_ys_sh_mux=0.0369
export IMPL_slew_violations=0
export IMPL_cts_setup_buffers=0
export IMPL_cts_tree="built"
export IMPL_comb_area_um2=14300
export IMPL_rows=98
export IMPL_postCtsHoldBufs=0
export IMPL_most_common_cell="ha_1"
export IMPL_async_reset_ff_frac=0.0287
export IMPL_drtIter0Drc=1205
export IMPL_finClkSkew_ps=26.0
export IMPL_ys_sh_adder=0.181
export IMPL_cp_required_ps=13070
export IMPL_fillCellCount=6490
export IMPL_worstPathCellList="clkdlybuf4s50_1 -> buf_4 -> inv_1 -> buf_4 -> ha_1 -> nand3b_1 -> a21oi_1 -> o32ai_2 -> mux2_2 -> a211oi_1 -> xnor2_1"
export IMPL_grtUsageTotal=0.182
export IMPL_wl_per_cell_um=16.9
export IMPL_cts_buffers=58
export IMPL_fin_crit_ps=5900
export IMPL_synth_xor_area_share=0.0579
export IMPL_ios=16
export IMPL_finalHoldViolations=0
export IMPL_antenna_found_initial=0
export IMPL_edf_count=246
export IMPL_ff_latch_area_um2=13700
export IMPL_rsz0062_at_grt="no"
export IMPL_cts_resized_gates=0
export IMPL_worstHoldPathType="reg2reg"
export IMPL_clock_latency_ps=630
export IMPL_cts_buffer_depth=3
export IMPL_critPathCaptureType="flop"
export IMPL_drive_gt1_frac=0.0641
export IMPL_cts_sinks=558
export IMPL_worst_pin_slew_ps=1010
export IMPL_top_logic_kind="adder cells"
export IMPL_initCoreUtil=0.407
export IMPL_ys_seq_frac=0.467
export IMPL_critPathBufInv=4
export IMPL_numSynthFlops=558
export IMPL_post_place_cells=3617
export IMPL_ys_sh_aoi=0.128
export IMPL_ant_nets=0
export IMPL_synthCells=2680
export IMPL_port_buffers=15
export IMPL_path_clk_slew_ps=60
export IMPL_gp_congestion=0.916
export IMPL_fin_ws_ps=6800
export IMPL_synth_cell_types=61
export IMPL_setup_viol=0
export IMPL_overflow=0
export IMPL_cts_root_buf="clkbuf_16"
export IMPL_core_um2=72100
export IMPL_cap_violations=0
## layer usage
layer	share of wire	vias to the layer above	global-route usage
met1	0.46	8947	0.268
li1	-	9592	-
met2	0.44	467	0.273
met5	0	-	0
met4	0.030	0	0.0464
met3	0.072	111	0.0525
## logic make-up (layout without fill, tap and decap cells)
logic type      Yosys count  in the layout
compound gates          584            584
xor+xnor                194            194
fa+ha+maj               398            398
buf+inv                 339            436
flops                   558            558
mux                     101            101
simple gates            506            506
## placed cells by master, fill, tap and decap left out, types with 10 or more instances in the layout
master	count
a21boi_0	15
a41oi_1	10
o21a_1	15
xor2_1	81
nand3_1	36
a21o_1	37
mux2i_1	47
nor3b_1	16
nor3_1	44
ha_1	354
nand4_1	33
mux2_1	26
clkbuf_8	11
xnor2_1	113
o32ai_1	11
o41ai_1	25
dfrtp_1	16
nor2b_1	73
inv_1	279
a31oi_1	35
clkdlybuf4s50_1	12
edfxtp_1	246
o21ai_0	66
a211oi_1	53
nor2_1	154
o21ai_1	101
clkbuf_16	64
a21oi_1	140
dfxtp_1	296
clkbuf_1	10
fa_1	44
nand2_1	94
buf_4	33
nand3b_1	13
a21boi_1	22
mux2_2	27
## power breakdown
part	switching, mW	leakage, nW	internal, mW	total, mW
Combinational	1.27	8.10	1.05	2.32
Sequential	0.250	5.09	2.51	2.76
Clock	0.730	1.02	1.03	1.76
## worst paths after layout
kind                               from  cells after the start  slack, ps            to
setup / recovery             in_data[2]                     11       6800     in[11][5]
setup reg to reg              in[15][6]                     13       8840      x_min[2]
max in group asynchronous         rst_n                      1       9830       min[11]
hold / removal             result_f8[2]                      0        310  result_f9[2]
min in group asynchronous         rst_n                      1       2380        min[3]
hold reg to reg            result_f8[2]                      0        310  result_f9[2]
## per-stage QoR
stage / area, um^2 / hold WS [ps]
floorplan: 29300 / 310
global placement: 30700 / 313
detailed placement: 30700 / 312
CTS: 32700 / 303
global route: 32700 / 315
finish: 32700 / 314
## worst reg2reg max path, stage by stage (launching register included)
cell       delay (ps)
edfxtp_1          450
ha_1              360
a2111oi_0         430
o211ai_1          200
a31oi_1           260
nand2b_1          150
xnor2_1           160
ha_1              290
a21oi_1           160
nor2_1             60
a211oi_1          430
a31oi_1           150
buf_4             220
nor2b_1           240
## cell type report
class	instances	area share
flip-flops and latches	558	0.419
clock buffers	85	0.0547
clock inverters	25	0.00807
inverters	280	0.0321
well taps	950	0.0363
repair buffers	46	0.0114
multi-input cells	1783	0.438
Power and IR drop assume default switching activity.
