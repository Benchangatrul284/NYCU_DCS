==> flow/design.v <==
module IMG_SUB(
	clk,
	rst_n,
    in_valid,
    in_image,
    out_valid,
	out_diff
);
input clk, rst_n ;
input in_valid ;
input [3:0] in_image;
output logic out_valid ;
output logic [3:0] out_diff;
logic [5:0] cnt,cnt_nxt;
logic [3:0] out_diff_nxt;
logic out_valid_nxt;
logic [3:0] images [17:0];
always_ff @(posedge clk or negedge rst_n) begin
    if (!rst_n) begin
        cnt <= 0;
        out_diff <= 0;
        out_valid <= 0;
    end
    else begin
        cnt <= cnt_nxt;
        out_diff <= out_diff_nxt;
        out_valid <= out_valid_nxt;
        if (cnt < 18) begin
            images[cnt] <= in_image;
        end
        else begin
        end
    end
end
always_comb begin
    if ((in_valid == 0 && cnt == 0) || cnt > 26 ) begin
        cnt_nxt = 0;  
    end 
    else begin
        cnt_nxt = cnt + 1; 
    end
end
always_comb begin
    if (cnt > 17 && cnt < 27) begin
        out_valid_nxt = 1;
        out_diff_nxt = images[cnt-18]-images[cnt-9];
    end
    else begin
        out_valid_nxt = 0;
        out_diff_nxt = 0;
    end
end
endmodule
==> flow/run.sh <==
#!/bin/bash
# OpenROAD 26Q1-2900-gdf79404cd8, Yosys 0.63+post, stock flow scripts
make -C /OpenROAD-flow-scripts/flow DESIGN_CONFIG=/design/flow/config.mk WORK_HOME=/design/flow/orfs finish
==> flow/config.mk <==
export PLATFORM = sky130hd
export DESIGN_NAME = IMG_SUB
export DESIGN_NICKNAME = IMG_SUB
export VERILOG_FILES = /design/flow/design.v
export SDC_FILE = /design/flow/constraint.sdc
export NUM_CORES = 4
export LEC_CHECK = 1
export CORE_UTILIZATION = 40
==> flow/constraint.sdc <==
current_design IMG_SUB

set clk_period 6.4
set clk_io_pct 0.2

create_clock -name clk0 -period $clk_period [get_ports {clk}]

set non_clock_inputs [all_inputs -no_clocks]
set_input_delay [expr $clk_period * $clk_io_pct] -clock clk0 $non_clock_inputs
set_output_delay [expr $clk_period * $clk_io_pct] -clock clk0 [all_outputs]
==> results_dict.tcl <==
# flow metrics
set metrics [dict create \
    wl_met1_um 6355 \
    insertion_delay_ns 0.34 \
    die_y_um 108.8 \
    r2r-end "out_diff[3]$_DFF_PN0_" \
    syn_inst 397 \
    ys_cells 397 \
    dpl.cell_count 542 \
    maxCapViolations 0 \
    crit_cells 16 \
    slew_violations 0 \
    synth_flops 83 \
    crit_arrival_ns 4.76 \
    compound_area_share_pct 16.70 \
    fin_cells 558 \
    slowest_delay_ns 0.74 \
    pre_cts_ws_ns 1.916 \
    end_kind "flip-flop" \
    grt-ovfl-total 0 \
    synth-edff-count 72 \
    path_clk_slew_ns 0.06 \
    most_common_cell "edfxtp_1" \
    fin_crit_ns 4.523 \
    common_cells "edfxtp_1 (72), nand2_1 (34), nor2_1 (25)" \
    simple_gate_area_share_pct 15.33 \
    cp-start-kind "flip-flop" \
    ys_warn_count 2 \
    drive_gt1_share_pct 12.44 \
    fin_ws_ns 1.877 \
    ctsResizeCount 0 \
    critPathKind "reg -> reg" \
    critPathSlowestCell "dfrtp_1" \
    fp-utilization_pct 41.55 \
    synthTopCellsByArea "edfxtp_1 (47%), dfrtp_1 (6.0%), ha_1 (3.6%)" \
    grt_pass1_wl_um 21650 \
    crit_path_start "cnt[2]$_DFF_PN0_" \
    routabilityCongestion 0.9924 \
    core.rowCount 38 \
    dp_hpwl_um 10440 \
    htree_levels 3 \
    cts_tree "done" \
    cpLargestDelayFamily "simple AND/OR/NAND/NOR gates" \
    drc 0 \
    cp.required_ns 6.64 \
    power.density_nw_per_um2 589.5 \
    grt_max_degree 33 \
    fill_cells 970 \
    tns_ns 0 \
    netlist_area_um2 4563 \
    period_used_pct 70.67 \
    cp_cell_sequence "inv_1 > ha_1 > a21boi_4 > xnor2_4 > nor2_4 > and3_1 > a32oi_1 > nand2_1 > or4_1 > mux2i_1 > ha_1 > a21o_1 > a21oi_1 > xnor2_1 > and4bb_1 > a21o_1" \
    maxSlewHeadroom_pct 43.35 \
    ios 12 \
    flop_cell "edfxtp_1" \
    ys_area_um2 4563 \
    tool_warnings 32 \
    logic_area_um2 1983 \
    r2r-start "cnt[2]$_DFF_PN0_" \
    avgSynthCellArea_um2 11.49 \
    grt_pass1_vias 3425 \
    diodes 0 \
    xor_share_pct 3.236 \
    route.met2.wl_um 6533 \
    dr.max_layer_used "met4" \
    placed_cell_area_um2 4893 \
    die_w_um 108.8 \
    cts_hold_buf 0 \
    synth-adder-area-share_pct 4.003 \
    vias 3463 \
    dieArea_um2 11840 \
    antenna_found_initial 0 \
    rsz0062_at_grt "false" \
    area_delta_synth_final_pct 14.72 \
    regArea_um2 2437 \
    clock_skew_ns 0.006140 \
    r2r_cells 16 \
    ant_nets 0 \
    clock_sinks 83 \
    finalInstanceArea_um2 5235 \
    ys_types 66 \
    portBuffers 11 \
    topCombFamilyByArea "AND-OR/OR-AND gates" \
    p_total_mw 3.086 \
    totalWireLength_um 14500 \
    peakVddDrop_mv 0.3686 \
    tightest_slew_ns 0.8433 \
    largest_area_cell "edfxtp_1" \
    post_cts.repair.setup_buffers 0 \
    core_area_um2 10980 \
    postSynth.asyncResetShare_pct 13.25 \
    setup_viol 0 \
    track_usage_pct 27.86 \
    synth_top_area_share_pct 47.38 \
    power.leakage_nw 1.869 \
    cts_made_buffers 9 \
    hold_viol 0 \
    ys_seq_share_pct 53.41 \
    wl_per_cell_um 25.98 \
    outcome "finished, final reports clean" \
    cp-endpoint "out_diff[3]$_DFF_PN0_" \
    clock_path_buffers 2 \
    reg2reg_slack_ns 1.88 \
    cp_num_buf_inv 1 \
    cts-root-buf "clkbuf_16" \
    viasPerCell 6.206 \
    critical_path_peak_fanout 17 \
    worst_hold_path_type "reg -> reg" \
    first_pass_iters 5 \
    met3_length_um 1285 \
    fmax_mhz 221.1 \
    drt_iter0_drc 218 \
    mux_area_share_pct 3.894 \
]
final cells by class:
| cell class | count | share of cell area [%] |
|---|---|---|
| clock buffer | 9 | 4.302 |
| multi-input combinational | 277 | 37.88 |
| inverter | 12 | 0.8604 |
| clock inverter | 7 | 2.223 |
| tap | 140 | 3.346 |
| timing repair buffer | 30 | 4.828 |
| sequential | 83 | 46.56 |
flip-flops by register name, summed over array words and instances (netlist names):
name and flops:
out_valid 1, cnt 6, images 72, out_diff 4
per-stage QoR:
step	hold slack, ns	utilization, %
after floorplan	0.4470	-
after global placement	0.4772	44.55
after detailed placement	0.4867	44.55
after CTS	0.4952	47.66
after global routing	0.5239	47.66
final	0.4994	47.66
worst min path at each step:
stage / start / to / slack (ns) / depth (start not counted)
5_1_grt: cnt[5]$_DFF_PN0_ / cnt[5]$_DFF_PN0_ / 0.52 / 1
6_report: cnt[5]$_DFF_PN0_ / cnt[5]$_DFF_PN0_ / 0.50 / 1
4_1_cts: cnt[5]$_DFF_PN0_ / cnt[5]$_DFF_PN0_ / 0.50 / 1
cell usage in the layout, fill, tap and decap left out, types with 4 or more instances in the layout:
master	n
edfxtp_1	72
nand2_1	34
nor2_1	25
nand3_1	19
buf_4	19
o21ai_0	16
a22oi_1	15
a21oi_1	14
ha_1	13
mux2i_1	11
nand4_1	11
dfrtp_1	11
clkdlybuf4s50_1	11
inv_1	10
nor3_1	10
and2_1	9
clkbuf_16	9
xnor2_1	7
a22o_1	7
nor4_1	7
a32oi_1	6
o211ai_1	5
and3_1	5
a222oi_1	4
a221oi_1	4
metal layers:
metal	track usage [%]	vias up
met3	8.775	24
met5	0	-
met2	40.82	174
li1	-	1576
met1	43.35	1689
met4	5.405	0
cells by family (layout without fill, tap and decap cells):
logic type,count (synthesis),in the layout
and+or+nand+nor,136,136
AOI/OAI and AO/OA,98,98
DFF,83,83
buffers and inverters,37,58
muxes,16,16
adders and majority gates,14,14
xor gates and xnor gates,13,13
power by group:
group	switching [mW]	total (mW)	internal, mW	leakage [nW]
logic	1.11	1.76	0.650	0.909
registers	0.0856	0.737	0.651	0.793
clock network	0.207	0.587	0.380	0.167
No activity file was given, so power comes from the tool's default toggle rates.
