File: /design/flow/config.mk
export PLATFORM = sky130hd
export DESIGN_NAME = CT
export DESIGN_NICKNAME = CT
export VERILOG_FILES = /design/flow/design.v
export SDC_FILE = /design/flow/constraint.sdc
export NUM_CORES = 4
export LEC_CHECK = 1
export CORE_UTILIZATION = 50
export SYNTH_HDL_FRONTEND = slang
File: /design/flow/constraint.sdc
current_design CT

set clk_period 50.9
set clk_io_pct 0.2

create_clock -name clk0 -period $clk_period

set non_clock_inputs [all_inputs -no_clocks]
set_input_delay [expr $clk_period * $clk_io_pct] -clock clk0 $non_clock_inputs
set_output_delay [expr $clk_period * $clk_io_pct] -clock clk0 [all_outputs]
File: /design/flow/design.v
module CT(
    opcode,
	in_n0,
	in_n1,
	in_n2,
	in_n3,
	in_n4,
	in_n5,
    out_n
);
input [3:0] in_n0, in_n1, in_n2, in_n3, in_n4, in_n5;
input [4:0] opcode;
output logic [10:0] out_n;
logic [4:0] value_0, value_1, value_2, value_3, value_4, value_5;
logic [4:0] temp_0, temp_1, temp_2, temp_3, temp_4, temp_5, temp;
logic [4:0] a0, a1, a2, a3, a4, a5;
logic [4:0] b0, b1, b2, b3, b4, b5;
logic [4:0] c0, c1, c2, c3, c4, c5;
logic [4:0] d0, d1, d2, d3;
logic [4:0] e0, e1;
logic [4:0] sum;
logic [5:0] partial_sum;
register_file reg1(.address(in_n0), .value(value_0));
register_file reg2(.address(in_n1), .value(value_1));
register_file reg3(.address(in_n2), .value(value_2));
register_file reg4(.address(in_n3), .value(value_3));
register_file reg5(.address(in_n4), .value(value_4));
register_file reg6(.address(in_n5), .value(value_5));
always_comb begin
    temp_0 = value_0;
    temp_1 = value_1;
    temp_2 = value_2;
    temp_3 = value_3;
    temp_4 = value_4;
    temp_5 = value_5;
    case (opcode[4:3]) 
    2'b11: begin
        a0 = (temp_0 < temp_1) ? temp_0 : temp_1;
        a1 = (temp_0 < temp_1) ? temp_1 : temp_0;
        a2 = (temp_2 < temp_3) ? temp_2 : temp_3;
        a3 = (temp_2 < temp_3) ? temp_3 : temp_2;
        a4 = (temp_4 < temp_5) ? temp_4 : temp_5;
        a5 = (temp_4 < temp_5) ? temp_5 : temp_4;
        b0 = (a0 < a2)? a0 : a2;
        b1 = (a0 < a2)? a2 : a0;
        b2 = (a1 < a4)? a1 : a4;
        b3 = (a1 < a4)? a4 : a1;
        b4 = (a3 < a5)? a3 : a5;
        b5 = (a3 < a5)? a5 : a3;
        c0 = (b0 < b2)? b0 : b2;
        c1 = (b0 < b2)? b2 : b0;
        c2 = (b1 < b4)? b1 : b4;
        c3 = (b1 < b4)? b4 : b1;
        c4 = (b3 < b5)? b3 : b5;
        c5 = (b3 < b5)? b5 : b3;
        d0 = (c1 < c2)? c1 : c2;
        d1 = (c1 < c2)? c2 : c1;
        d2 = (c3 < c4)? c3 : c4;
        d3 = (c3 < c4)? c4 : c3;
        e0 = (d1 < d2)? d1 : d2;
        e1 = (d1 < d2)? d2 : d1;
        temp_0 = c0;
        temp_1 = d0;
        temp_2 = e0;
        temp_3 = e1;
        temp_4 = d3;
        temp_5 = c5;
    end
    2'b10: begin
        a0 = (temp_0 < temp_1) ? temp_0 : temp_1;
        a1 = (temp_0 < temp_1) ? temp_1 : temp_0;
        a2 = (temp_2 < temp_3) ? temp_2 : temp_3;
        a3 = (temp_2 < temp_3) ? temp_3 : temp_2;
        a4 = (temp_4 < temp_5) ? temp_4 : temp_5;
        a5 = (temp_4 < temp_5) ? temp_5 : temp_4;
        b0 = (a0 < a2)? a0 : a2;
        b1 = (a0 < a2)? a2 : a0;
        b2 = (a1 < a4)? a1 : a4;
        b3 = (a1 < a4)? a4 : a1;
        b4 = (a3 < a5)? a3 : a5;
        b5 = (a3 < a5)? a5 : a3;
        c0 = (b0 < b2)? b0 : b2;
        c1 = (b0 < b2)? b2 : b0;
        c2 = (b1 < b4)? b1 : b4;
        c3 = (b1 < b4)? b4 : b1;
        c4 = (b3 < b5)? b3 : b5;
        c5 = (b3 < b5)? b5 : b3;
        d0 = (c1 < c2)? c1 : c2;
        d1 = (c1 < c2)? c2 : c1;
        d2 = (c3 < c4)? c3 : c4;
        d3 = (c3 < c4)? c4 : c3;
        e0 = (d1 < d2)? d1 : d2;
        e1 = (d1 < d2)? d2 : d1;
        temp_0 = c5;
        temp_1 = d3;
        temp_2 = e1;
        temp_3 = e0;
        temp_4 = d0;
        temp_5 = c0;
    end
    2'b01: begin
        temp = temp_0;
        temp_0 = temp_5;
        temp_5 = temp;
        temp = temp_1;
        temp_1 = temp_4;
        temp_4 = temp;
        temp = temp_2;
        temp_2 = temp_3;
        temp_3 = temp;
    end
    default: begin
    end
    endcase
    partial_sum = temp_0 + temp_5;
    case (opcode[2:0]) 
    3'b000: begin
        sum = (temp_1 + temp_2 + temp_3 + temp_4 + partial_sum) / 6;
        out_n = (temp_0 >= sum) + (temp_1 >= sum) + (temp_2 >= sum) + (temp_3 >= sum) + (temp_4 >= sum) + (temp_5 >= sum);
    end
    3'b001: begin
        out_n = partial_sum;
    end
    3'b010: begin
        out_n = (temp_3 * temp_4) >> 1;
    end
    3'b011: begin
        out_n = temp_0 + (temp_2 << 1);
    end
    3'b100: begin
        out_n = temp_1 & temp_2;
    end
    3'b101: begin
        out_n = ~temp_0;
    end
    3'b110: begin
        out_n = temp_3 ^ temp_4;
    end
    3'b111: begin
        out_n = temp_1 << 1;
    end
    endcase
end
endmodule
module register_file(
    address,
    value
);
input [3:0] address;
output logic [4:0] value;
always_comb begin
    case(address)
    4'b0000:value = 5'd9;
    4'b0001:value = 5'd27;
    4'b0010:value = 5'd30;
    4'b0011:value = 5'd3;
    4'b0100:value = 5'd11;
    4'b0101:value = 5'd8;
    4'b0110:value = 5'd26;
    4'b0111:value = 5'd17;
    4'b1000:value = 5'd3;
    4'b1001:value = 5'd12;
    4'b1010:value = 5'd1;
    4'b1011:value = 5'd10;
    4'b1100:value = 5'd15;
    4'b1101:value = 5'd5;
    4'b1110:value = 5'd23;
    4'b1111:value = 5'd20;
    default: value = 0;
    endcase
end
endmodule
File: /design/flow/run.sh
#!/bin/bash
# OpenROAD 26Q1-2900-gdf79404cd8, Yosys 0.63+post, stock flow scripts
make -C /OpenROAD-flow-scripts/flow DESIGN_CONFIG=/design/flow/config.mk WORK_HOME=/design/flow/orfs finish
==> notes.md <==
The worst-margin pin slew works out to 0.844 ns. The wire length recorded after detailed routing is 21300 µm. ha_1 takes more of the synthesized area than any other cell. The number of max-cap violations came out at 0.

The tools report the number of standard cells in the final layout excluding fillers as 1228. The run gives 68 for the warning total across the stage logs. The die covers 0.0162 mm². Overall die width: 127 µm. The run gives 0 for the post-CTS resize count.

According to the I/O placement log, the pin count is 40. The count of nets left with antenna violations once routing finished came out at 0. The period utilization was 0.804.

The worst relative slew slack is 0.431. Static timing analysis puts the maximum clock frequency at 0.0244 GHz.

The run finished with clean final reports. The sequential cells in the finished layout cover a total of 0 µm². The path class of the tightest hold or removal check is in -> out.

Setup repair after global routing left no endpoint under its margin. After technology mapping, the gate count stands at 1002. The run gives 0 for the number of post-CTS setup repair buffers. TritonRoute output was used to compute an average wire per cell of 17.3 µm. The xor and xnor area share after synthesis was 0.0212. The synthesis run identifies the leading combinational cell family as adder cells. Counting endpoints that fail hold in the final report gives 0. With the first-pass GRT wire length at 34300 µm, the number of unique standard cell types used by synthesis is 84. With the number of iterations in the first detailed-routing pass at 5, the delay of the slowest critical-path stage is 0.69 ns. Per the finish-stage timing summary, setup violations number 0. With the portion of synthesized cell area occupied by the leading cell type at 0.242, the number of buffers added on ports is 40.

The post-synthesis share of cell area spent on full adders, half adders and majority gates is 0.317, and the site row count is 45. The most common cell after layout, fill and taps aside was ha_1. In this run, post-CTS hold repair placed 0 buffers. For the total routing usage reported by global routing, the log shows 0.277. Looking at the critical path, the single cell with the biggest stage delay is o21ai_0. After filler insertion, the fill cell instance count of the layout stands at 1478. The proportion of layout cells with a drive suffix above 1 was 0.0816.

Per the log, the first TritonRoute iteration ended with a DRC count of 478. In the finished design the tool counted flip-flops and latches totalling 0. Yosys attributes the largest share of cell area to ha_1 24%, mux2i_1 11%, fa_1 7.4%. For the max-slew violation count, the log shows 0.

The category of the worst setup path launch point was a primary input. Cell repeated most along the worst path: inv_1. The post-DP HPWL is 18100 µm, and the area growth from synthesis to layout is 7.32%.

The routed layout reports a DRC error count of 0. RePlAce ended its routability-driven mode at a weighted congestion of 0.952. The area fraction in compound gates came out at 0.224.

The number of antenna violations at the first check in global routing is 0. For this run, the detailed router reports a per-instance via density of 5.72. The largest net degree at the start of global routing is 45, and the multiplexer fraction of the synthesized cell area is 0.210. The post-synthesis average cell area works out to 7.85 µm². Count of placed standard cells including taps: 1228. The worst setup path is captured at a primary output. The run gives 30.76 ns as the arrival time of data at the critical path endpoint.

The startpoint-to-endpoint class of the critical path is in -> out. The area of the core region came out at 0.0153 mm². The area recorded from the Yosys report for this design is 0.00787 mm². The run gives 0 as the total inserted antenna cells. The height of the die was 127 µm; the total overflow reported by the global router was 0.

The required time of the critical path was 40.72 ns. Detailed routing inserted a total of 7029 vias. For the initial core utilization, the log shows 0.516. The number of standard cells reported by yosys is 1002, and the sequential fraction of the synthesis area is 0. The synthesized netlist occupies a cell area of 0.00787 mm². The run gives 0.143 for the share of synthesized cell area in and, or, nand and nor gates. The final layout report lists a clock buffer count of 0.

The report shows a maximum critical-path fanout of 13. The synthesis report lists the Yosys warning total as 0. Summed over all failing endpoints, the final setup total negative slack is 0 ns. The library cells used most frequently in the layout, excluding fill and tap cells, are 152 x ha_1, 138 x inv_1, 83 x mux2i_1, 78 x nor2_1, 70 x a21oi_1. The number of global-route vias before repair is 6497, and the final critical path time including I/O delays and setup is 40.94 ns.
path summary, 6_finish.rpt:
kind / from / end / slack (ns) / depth (start not counted)
hold / removal: opcode[0] / out_n[1] / 21.81 / 4
setup / recovery: in_n1[0] / out_n[2] / 9.96 / 81
synth_stat cells, types with 5 or more instances:
cell,n
fa_1,29
inv_1,138
a211oi_1,8
a31oi_1,5
nor2b_1,13
ha_1,152
nand2b_1,26
mux2_2,27
xnor2_1,11
o21a_1,13
mux4_2,21
nor2_1,78
o211ai_1,5
nand3_1,10
a21o_1,29
mux2i_1,83
nor3_1,10
o21ai_0,64
xor2_1,8
or2_2,5
a21oi_1,70
nand2_1,64
clkbuf_1,20
buf_2,6
and2_1,8
logic make-up after synthesis:
logic type / Yosys count
compound gates: 260
fa+ha+maj: 182
xor+xnor: 19
buf+inv: 172
simple gates: 235
mux: 134
critical path, delay by kind of cell:
kind	cells	cell delay (ns)
buf+inv	14	2.11
compound gates	30	7.38
mux	5	2.20
fa+ha+maj	17	5.95
simple gates	14	2.80
xor+xnor	1	0.13
per-stage QoR:
step	instance area, µm²	worst slack [ns]	utilization	hold slack [ns]
3_3_place_gp	8440	10.31	0.553	21.78
2_1_floorplan	7870	11.29	-	20.56
5_1_grt	8440	8.41	0.553	21.87
6_report	8440	9.96	0.553	21.81
4_1_cts	8440	10.08	0.553	21.78
3_5_place_dp	8440	10.07	0.553	21.76
per-layer routing:
layer,vias up,share of wire,global-route usage
met4,0,0.012,0.0280
met5,-,0,0
met1,3219,0.50,0.440
met2,208,0.43,0.428
li1,3582,-,-
met3,20,0.061,0.0230
final cells by class:
cell class / instances / area [µm²] / share of cell area
well taps: 211 / 264 / 0.0313
multi-input cells: 830 / 7200 / 0.852
inverters: 139 / 522 / 0.0618
repair buffers: 48 / 460 / 0.0545
